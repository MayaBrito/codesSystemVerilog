### design/flow/design.v
parameter ADDR_WIDTH = 2;
parameter DATA_WIDTH = 4;
module MemoriaRAM (
  input logic clk, reset, SEL,
  input logic [ADDR_WIDTH - 1:0] Addr,
  input logic [DATA_WIDTH - 1:0] Din,
  output logic [DATA_WIDTH - 1:0] Dout
);
  logic [DATA_WIDTH - 1:0] ram [0:(1<<ADDR_WIDTH)-1];
  always_ff @(posedge clk) begin
    if (reset) ram[Addr] <= '0;
    else begin
      if (SEL) 
        ram[Addr] <= Din;
      else
        Dout <= ram[Addr];
    end
  end
endmodule
### design/flow/run.sh
#!/bin/bash
# OpenROAD 26Q1-2900-gdf79404cd8, Yosys 0.63+post, stock flow scripts
make -C /OpenROAD-flow-scripts/flow DESIGN_CONFIG=/design/flow/config.mk WORK_HOME=/design/flow/orfs finish
### design/flow/config.mk
export PLATFORM = sky130hd
export DESIGN_NAME = MemoriaRAM
export DESIGN_NICKNAME = MemoriaRAM
export VERILOG_FILES = /design/flow/design.v
export SDC_FILE = /design/flow/constraint.sdc
export NUM_CORES = 4
export LEC_CHECK = 1
export CORE_AREA = 10 10 78 78
export DIE_AREA = 0 0 88 88
### design/flow/constraint.sdc
current_design MemoriaRAM

set clk_period 1.7
set clk_io_pct 0.2

create_clock -name clk0 -period $clk_period [get_ports {clk}]

set non_clock_inputs [all_inputs -no_clocks]
set_input_delay [expr $clk_period * $clk_io_pct] -clock clk0 $non_clock_inputs
set_output_delay [expr $clk_period * $clk_io_pct] -clock clk0 [all_outputs]
==> results_slide.txt <==
Synthesis and Place & Route Summary

Status
  • Outcome: finished, final reports clean

Synth
  • Mapped Cells: 36
  • Yosys chip area: 776 sq um
  • Ys cells: 36
  • Synth warn: 1
  • Yosys reg bits: 20
  • Avg Cell Area, Syn: 21.5 sq um
  • Syn Std Cell Area: 776 sq um
  • Seq share, synth: 77.4%
  • Unique cell types: 11

Placement
  • DP Area: 1000 sq um
  • Dpl hpwl: between 900 and 1000 um
  • Worst slack at placement: -120 ps
  • Routability cong.: between 0.8 and 0.9
  • Port bufs: 12
  • Placed insts: 106

Layout
  • Post-Layout Cell Count: 110
  • Post-layout util: 23.8%
  • Design area: between 1000 and 1500 sq um
  • Share of cells above drive strength 1: 27.6%
  • Syn-to-layout area delta: 35.3%

Critical path
  • FF-to-FF End: Dout[3]
  • CP Capture Type: register
  • Crit path to: ram[2][0]
  • CP Data Arrival Time: around 1500 ps
  • Crit-path max FO: 6
  • Required time worst endpoint: approximately 1700 ps
  • Worst Setup Start Kind: primary input
  • CP Class: in -> reg
  • Reg2Reg Launch Point: ram[3][3]
  • Worst Setup SP: Addr[0]
  • Reg2Reg Depth: 1
  • Worst R2R Setup Slack: 610 ps

Floorplan
  • FP Rows: 24
  • Die Size: 7740 sq um
  • I/O pin cnt: 13
  • Floorplan core density: 17.6%
  • CORE AREA: 4410 sq um
  • Die width: 88 um
  • Die height: 88 um

Drt
  • Routed wire length: 1210 um
  • DRC viols: 0
  • 1st-iter DRT viols: 11
  • Final antenna-violating net count: 0
  • Vias per cell: 3.38
  • TritonRoute pass-1 iters: 3
  • Vias: 372
  • DR WL/cell: 11.0 um
  • Antenna Cells: 0

STA
  • Endpoints failing hold: 0
  • Setup WS post-layout: 133 ps
  • Slew margin rel.: 78.5%
  • Min cycle time layout: 1570 ps
  • Final Hold Slack: 634 ps
  • Tcrit/Tclk final: 92.2%
  • Skew final: 2.53 ps
  • Final Max Tran Viols: 0
  • Final setup vio count: 0
  • Max Fclk: 638 MHz
  • Total negative slack: 0 ps
  • RSZ-0062 raised after global routing: false
  • Slew @ Worst Pin: 321 ps

Power and ir drop
  • Pwr Density: 911 nW/um^2
  • Worst IR Drop VDD: 0.251 mV
  • Power, Total: approximately 960 uW
  • Leak: approximately 0.33 nW

Job
  • Max_cap viols: 0
  • Tool warnings: 25

Global routing
  • Largest net degree at the start of global routing: 12
  • First-pass GRT wire length: about 2000 um
  • GRT Total Usage: approximately 3.5%
  • Initial antenna violation count: 0
  • Total grt overflow: 0
  • Vias in the first global route: about 430

Clock network
  • Root buf cell: clkbuf_8
  • Clk slew on worst S/H paths: 70 ps
  • CTS H-Tree Depth: 1
  • Clock buffer depth: 2
  • Worst-skew pair later-pin latency: 250 ps
  • Post-cts gate resize count: 0
  • Post-CTS Setup Bufs: 0
  • CTS Buf Count: 3
  • CTS tree: built
  • Hold buffer count at CTS: 0
  • Total clock sinks: 20

Worst hold path
  • Worst hold path type: reg -> reg
[kinds of logic (layout without fill, tap and decap cells)]
group	count (synthesis)	in the layout	synth area share, %
buffers and inverters	2	24	2.10
DFF	20	20	77.4
muxes	4	4	11.6
and+or+nand+nor	10	10	8.87
[state kept, by name, indices dropped and copies added (netlist names)]
| name | flops |
|---|---|
| ram | 16 |
| Dout | 4 |
[area by class of cell]
type	count	area, sq um
Fill cell	435	3360
Clock buffer	3	41.3
Sequential cell	20	601
Clock inverter	1	3.75
Multi-Input combinational cell	14	159
Tap cell	52	65.1
Timing Repair Buffer	20	180
[synthesized netlist by cell type]
| master | count | area share [%] |
|---|---|---|
| nor3b_2 | 1 | 1.6 |
| and3b_1 | 1 | 1.1 |
| and2_1 | 4 | 3.2 |
| edfxtp_1 | 20 | 77 |
| buf_6 | 1 | 1.5 |
| mux4_2 | 4 | 12 |
| nor3_1 | 1 | 0.64 |
| nor3b_1 | 1 | 0.97 |
| nor2_1 | 1 | 0.48 |
| nor2b_1 | 1 | 0.81 |
| clkbuf_2 | 1 | 0.64 |
[where the power goes]
group	leakage, nW	switching, mW	internal (mW)	total [mW]
Clock	0.0231	0.132	0.160	0.292
Combinational	0.139	0.0292	0.0536	0.0828
Sequential	0.164	0.00638	0.575	0.581
[per-layer routing]
layer / track usage, % / part of all wire (%) / wire length (um) / up-vias
met4: 0.145 / 0 / 0 / 0
met2: 4.76 / 39 / 467 / 20
met5: 0 / 0 / 0 / -
met1: 4.40 / 45 / 546 / 166
li1: - / - / - / 186
met3: 2.90 / 16 / 191 / 0
[worst max-delay path, cell delays in order]
cell             delay [ps]
clkdlybuf4s50_1         560
buf_4                   220
nor3b_1                 250
buf_4                   160
[cells in the final DEF (no fill, tap or decap), drive strengths merged]
master and n:
buf 8, mux4 4, clkdlybuf4s50 12, nor2 1
nor3 1, clkinv 1, and2 4, nor2b 1
and3b 1, nor3b 2, clkbuf 3, edfxtp 20
[how the worst min path moves through the flow]
stage | start | end | slack (ps) | depth (start not counted)
after CTS | ram[3][2] | Dout[2] | 640 | 1
after global routing | ram[0][0] | Dout[0] | 650 | 1
final | ram[3][2] | Dout[2] | 630 | 1
Power figures rest on the tool's default switching activity, not on a simulated workload.
