### ./design.v
parameter BITS = 8;
module fullAdder
  (input logic signed[BITS-1:0] A, B,
   	output logic signed[BITS-1:0] S,
  	output logic Z,N,P);
  always_comb begin 
    S <= A + B ;
   	Z <= ~|S;
   	N <= ~S[BITS-1]+1;
   	P <= ~S[0];
  end
endmodule
### ./run.sh
#!/bin/bash
# OpenROAD 26Q1-2900-gdf79404cd8, Yosys 0.63+post, stock flow scripts
make -C /OpenROAD-flow-scripts/flow DESIGN_CONFIG=/design/flow/config.mk WORK_HOME=/design/flow/orfs finish
### ./config.mk
export PLATFORM = sky130hd
export DESIGN_NAME = fullAdder
export DESIGN_NICKNAME = fullAdder
export VERILOG_FILES = /design/flow/design.v
export SDC_FILE = /design/flow/constraint.sdc
export NUM_CORES = 4
export LEC_CHECK = 1
export CORE_AREA = 10 10 70 70
export DIE_AREA = 0 0 80 80
### ./constraint.sdc
current_design fullAdder

set clk_period 4.9
set clk_io_pct 0.2

create_clock -name clk0 -period $clk_period

set non_clock_inputs [all_inputs -no_clocks]
set_input_delay [expr $clk_period * $clk_io_pct] -clock clk0 $non_clock_inputs
set_output_delay [expr $clk_period * $clk_io_pct] -clock clk0 [all_outputs]
==> results_slide.txt <==
Flow Results at a Glance

GRT
  – GR Overflow Total: 0
  – First-pass GRT wire length: 2090 um
  – Initial antenna violation count: 0
  – Gr usage total: 4.02%
  – Vias in the first global route: 464
  – Largest net degree at the start of global routing: 7

Critical path
  – Startpoint Class: input port
  – Delay-heaviest family, CP: buffers and inverters
  – Crit path capture type: primary output
  – Crit-path max FO: 3
  – Slowest CP cell: clkdlybuf4s50_1
  – Critical path's largest stage delay: 0.51 ns
  – Buf/Inv on CP: 2
  – Critical path data required time: 3.92 ns
  – Cell mode on critical path: clkdlybuf4s50_1
  – Sequence of cells on the critical path: clkdlybuf4s50_1, ha_1, fa_1, a211o_1, nand4_1, o311ai_4, nor4_2, clkdlybuf4s50_1
  – Worst path arrival time: 3.44 ns
  – Critical path class: input port to primary output

Detailed routing
  – Vias per cell: 3.70
  – Remaining routing DRC violations: 0
  – Wire length per cell: 11.3 um
  – Via count: 426
  – ANT nets after route: 0
  – Antenna Cells: 0
  – Aggregate routed wire length: 1300 um
  – Drt pass-1 iters: 4
  – DR iter-0 viols: 4

Die
  – Die ar.: 6400 um^2
  – Core area: 3420 um^2
  – Init Core Util: 11.9%
  – Die X: 80 um
  – Row Count: 21
  – Boundary pin count: 27
  – Die height: 80 um

Power
  – Net Switching: 0.0000361 W
  – Sequential power share: 0%
  – Int Pwr: 0.0000574 W
  – Tot Pwr: 0.0000935 W
  – Combinational fraction of design power: 100.0%
  – Leak: 0.260 nW
  – Pwr Density: 129 nW/um^2
  – Clk pwr share: 0%
  – Max rail drop VDD: 38.3 uV
  – Net Sw Frac: 38.6%

Layout
  – Top cell excl fill/tap: clkdlybuf4s50_1
  – Design Area, Final: 727 um^2
  – Finished Layout Cells: 115
  – Clock buf count: 0
  – Flop count: 0
  – Layout fillers: 388
  – Register area: 0 um^2
  – Area growth, synth to finish: 78.8%
  – Commonest non-fill, non-tap cells in the layout: clkdlybuf4s50_1 (27), ha_1 (7), a21oi_1 (4)
  – Layout cells sized above 1: 13.0%

STA
  – Fin. max-slew vios: 0
  – Final Hold Viols: 0
  – Min Tclk post-route: 4.42 ns
  – Smallest hold slack: 3.02 ns
  – Fmax achieved: 226 MHz
  – Slew margin rel.: 76.8%
  – Part of the cycle the worst path needs: 90.2%
  – Final setup vio count: 0
  – Slew at the pin closest to its max-slew limit: 0.347 ns
  – RSZ-0062 raised after global routing: false
  – Setup TNS: 0 ns

Logic synthesis
  – Top cells, area: ha_1 (22%), a221oi_4 (6.5%), o311ai_4 (6.5%)
  – Largest area contributor in the netlist: ha_1
  – Synth warn: 1
  – Syn Inst Count: 43
  – YS chip area: 407 um^2
  – Library cells used by synthesis: 26
  – Post-synth seq share: 0%
  – Syn_area_per_cell: 9.46 um^2
  – Ys cells: 43
  – Cell Area, Synth: 407 um^2
  – Top-area cell share: 21.5%

Clocking
  – Post-CTS Resized: 0
  – CTS Hold Bufs: 0
  – Setup bufs post-CTS: 0

Run
  – Log Warnings: 32
  – Max cap viols: 0

Placement
  – DP HPWL: 1210 um
  – Placed cell count: 115
  – Area post-placement: 727 um^2
  – Port Buf Inserts: 27
  – Placer congestion estimate: 0.759

Status
  – Status: finished clean

Hold path
  – Worst min path class: input port to primary output
-- per-layer routing --
metal	share of wire [%]	vias up	global-route usage, %
li1	-	222	-
met1	50	189	5.69
met2	44	15	6.26
met3	6.5	0	1.14
met4	0	0	0
met5	0	-	0
-- power by group through the flow --
stage	logic, W	clock network [W]	registers [W]
CTS	0.0000960	0	0
global route	0.000104	0	0
finish	0.0000935	0	0
-- area by class of cell --
cell class                 count  area [um^2]  share of cell area (%)
inverter                       2         7.51                    1.03
multi-input combinational     40          392                    53.9
timing repair buffer          27          270                    37.2
tap                           46         57.6                    7.92
-- cells in the mapped netlist --
library cell  number
a21oi_1            4
nor3b_1            2
xor2_1             3
o2bb2ai_2          1
buf_4              1
nor4_2             1
or2_2              1
nor2b_1            1
o21ai_1            1
o211ai_2           1
and3_4             1
o211ai_1           2
fa_1               1
o21ba_2            1
nor2_1             3
inv_1              2
nor3_1             2
o221ai_1           1
o311ai_4           1
nand2_1            1
a211o_1            1
a211oi_4           1
a221oi_4           1
or2b_1             1
ha_1               7
nand4_1            1
-- stage by stage --
step	utilization [%]	worst slack, ns
3_5_place_dp	21.3	0.468
3_3_place_gp	21.3	0.498
2_1_floorplan	-	1.49
4_1_cts	21.3	0.463
5_1_grt	21.3	0.356
6_report	21.3	0.482
-- path summary, 6_finish.rpt --
check	startpoint	slack, ns	end	cells after the start
max	A[0]	0.48	Z	8
min	B[0]	3.02	P	4
-- kinds of logic after synthesis --
family | after synthesis | share of synthesized area, %
buf+inv | 3 | 3.69
simple gates | 14 | 22.2
xor+xnor | 3 | 6.46
compound gates | 15 | 41.2
fa+ha+maj | 8 | 26.5
Power and IR drop assume default switching activity.
