<file path="run.sh">
#!/bin/bash
# OpenROAD 26Q1-2900-gdf79404cd8, Yosys 0.63+post, stock flow scripts
make -C /OpenROAD-flow-scripts/flow DESIGN_CONFIG=/design/flow/config.mk WORK_HOME=/design/flow/orfs finish
</file>
<file path="config.mk">
export PLATFORM = sky130hd
export DESIGN_NAME = ULA
export DESIGN_NICKNAME = ULA
export VERILOG_FILES = /design/flow/design.v
export SDC_FILE = /design/flow/constraint.sdc
export NUM_CORES = 4
export LEC_CHECK = 1
export CORE_AREA = 10 10 70 70
export DIE_AREA = 0 0 80 80
</file>
<file path="constraint.sdc">
current_design ULA

set clk_period 6.2
set clk_io_pct 0.2

create_clock -name clk0 -period $clk_period

set non_clock_inputs [all_inputs -no_clocks]
set_input_delay [expr $clk_period * $clk_io_pct] -clock clk0 $non_clock_inputs
set_output_delay [expr $clk_period * $clk_io_pct] -clock clk0 [all_outputs]
</file>
<file path="design.v">
parameter BITS = 8;
parameter AND = 2'b00;
parameter OR = 2'b01;
parameter ADD = 2'b10;
parameter SUB = 2'b11;
module ULA(
  input logic signed [BITS-1:0] A,B,
  input logic [1:0] F,
  output logic signed [BITS-1:0] SAIDA,
  output logic FLAG_O );
  always_comb begin
    case(F)
      AND: begin
        SAIDA <= A & B;
        FLAG_O <= 0;
      end
      OR: begin
        SAIDA <= A | B;
        FLAG_O <= 0;
      end
      ADD: begin
        SAIDA <= A + B;
        if((A > 0) && (B > 0) && (SAIDA < 0))
          FLAG_O <= 1;
        else if((A < 0) && (B < 0) && (SAIDA > 0))
          FLAG_O <= 1;
        else
          FLAG_O <= 0;
      end
      SUB: begin
        SAIDA <= A - B;   
        if((A > 0) && (B < 0) && (SAIDA < 0)) 
          FLAG_O <= 1;
        else if((A < 0) && (B > 0) && (SAIDA > 0))
          FLAG_O <= 1;
        else
          FLAG_O <= 0;
      end
    endcase
  end
endmodule
</file>
==> impl_metrics.py <==
# Generated from Yosys and OpenROAD reports
metrics = {
    "yosys": {
        "synth_cell_types": 36,
        "postSynthCellCount": 106,
        "yosys.area.top_type": "ha_1",
        "topCellsByArea": "ha_1 17%, xnor2_1 8.2%, a21oi_1 6.7%",
        "synth.cell_area_um2": 751,
        "yosys_warnings": 1,
        "top_cell_area_share_pct": 16.7,
        "ys_seq_share_pct": 0,
        "yosysCellCount": 106,
        "synth.avg_cell_area_um2": 7.08,
        "ys_area_um2": 751,
        "top_cells_by_count": "10 x a21oi_1, 10 x ha_1, 9 x nor2_1",
    },
    "setup_path": {
        "worstPathMaxFanout": 6,
        "worstPathArrival_ps": 4700,
        "cp-start-kind": "input pin",
        "required_ps": 4960,
        "endpoint_kind": "output port",
        "worstSetupPathType": "input pin to output port",
    },
    "placement": {
        "hpwl_mm": 1.97,
        "dpl-instance-area_mm2": 0.00108,
        "dp_slack_ps": 263,
        "portBuffers": 27,
        "gp_congestion": 0.868,
        "dp_cells": 179,
    },
    "floorplan": {
        "rows": 21,
        "die_h_um": 80,
        "die_area_mm2": 0.00640,
        "die_x_um": 80,
        "fp_util_pct": 22.0,
        "pin_count": 27,
        "core-area_mm2": 0.00342,
    },
    "cells_and_area": {
        "fillers": 363,
        "register_area_um2": 0,
        "stdcell_count": 179,
        "clkbuf_count": 0,
        "drive_gt1_share_pct": 4.51,
        "utilization_pct": 31.7,
        "ff_count": 0,
        "areaGrowthSynthToFinish_pct": 44.3,
        "finalInstanceArea_mm2": 0.00108,
    },
    "final_timing": {
        "rsz0062_at_grt": "false",
        "relSlewSlack_pct": 77.3,
        "hold_viol_final": 0,
        "hold_slack_ps": 3570,
        "setup_violations": 0,
        "period_minus_slack_ps": 5940,
        "worst_slew_pin_slew_ps": 336,
        "min_period_over_period_pct": 95.8,
        "finalWorstSetupSlack_ps": 261,
        "tns_ps": 0,
        "slew_viol_final": 0,
        "fmax_mhz": 168,
    },
    "routing": {
        "drtPass1Iterations": 2,
        "routed-via-count": 854,
        "antenna_cells": 0,
        "ant_nets": 0,
        "drc_errors": 0,
        "wirelength_mm": 2.31,
        "drtIter0Drc": 30,
        "wire_per_inst_um": 12.9,
        "drt-vias-per-instance": 4.77,
    },
    "global_route": {
        "grt_overflow": 0,
        "grt_pass1_wl_mm": 3.92,
        "grt_max_degree": 14,
        "antenna_found_initial": 0,
        "grt_usage_pct": 7.23,
        "grt_pass1_vias": 839,
    },
    "cts": {
        "cts_hold_buf": 0,
        "post_cts_buffers": 0,
        "postCtsResizedCells": 0,
    },
    "run": {
        "cap_violations": 0,
        "warnings": 34,
    },
    "power": {
        "p_per_area_mw_per_mm2": 109,
        "total_power_mw": 0.119,
        "p_leak_nw": 0.428,
        "ir_drop_mv": 0.0517,
    },
    "run_status": {
        "status": "finished clean",
    },
    "worst_hold_path": {
        "holdPathEnd": "SAIDA[6]",
        "hold_path_depth": 4,
        "hold_class": "input pin to output port",
        "hp-start": "A[6]",
    },
}
worst max-delay path: stages:
cell and delay, ps:
clkdlybuf4s50_1 580, inv_1 110, ha_1 250, a21oi_1 180, xnor2_1 140, ha_1 300, a2111o_1 440, o22ai_2 170
xor2_2 300, and3_1 210, o211ai_1 90, o22ai_1 190, clkdlybuf4s50_1 490
per-layer routing:
layer	vias up	track usage [%]	wire, um
li1	446	-	-
met1	391	11.3	1210
met2	17	10.3	966
met3	0	1.59	131
met4	0	0	0
met5	-	0	0
where the power goes:
part	switching (mW)	internal, mW	leakage (nW)	total, mW
Clock	0	0	0	0
Sequential	0	0	0	0
Combinational	0.0542	0.0643	0.428	0.119
Total	0.0542	0.0643	0.428	0.119
final cells by class:
type | count | area (um^2) | area share (%)
Inverter | 8 | 30.0 | 2.77
Multi-Input combinational cell | 96 | 711 | 65.6
Tap cell | 46 | 57.6 | 5.31
Timing Repair Buffer | 29 | 285 | 26.3
how the worst max path moves through the flow:
stage                 startpoint     end  depth (start not counted)
after CTS                   B[0]  FLAG_O                         13
after global routing        B[0]  FLAG_O                         13
final                       B[0]  FLAG_O                         13
placed cells by master (no fill, tap or decap), types with 2 or more instances in the layout:
cell type | synthesis | final
clkdlybuf4s50_1 | 0 | 27
a21oi_1 | 10 | 10
ha_1 | 10 | 10
nor2_1 | 9 | 9
inv_1 | 8 | 8
o21ai_0 | 8 | 8
nand2_1 | 7 | 7
xnor2_1 | 7 | 7
o31ai_1 | 4 | 4
xor2_1 | 4 | 4
nand2b_1 | 4 | 4
maj3_1 | 4 | 4
nor3_1 | 3 | 3
o21a_1 | 2 | 2
o211ai_1 | 2 | 2
a211oi_1 | 2 | 2
buf_4 | 0 | 2
logic make-up after synthesis:
group                      synth area share (%)
adders and majority gates                  24.7
and+or+nand+nor                            22.3
buffers and inverters                      5.33
xor gates and xnor gates                   15.0
muxes                                      1.33
AOI/OAI and AO/OA                          31.3
No activity file was given, so power comes from the tool's default toggle rates.
